**design/flow/config.mk**
```make
export PLATFORM = sky130hd
export DESIGN_NAME = CORDIC_Exponential_8bit
export DESIGN_NICKNAME = CORDIC_Exponential_8bit
export VERILOG_FILES = /design/flow/design.v
export SDC_FILE = /design/flow/constraint.sdc
export NUM_CORES = 4
export LEC_CHECK = 1
export CORE_UTILIZATION = 40
export SYNTH_HDL_FRONTEND = slang
```
**design/flow/constraint.sdc**
```tcl
current_design CORDIC_Exponential_8bit

set clk_period 4.7
set clk_io_pct 0.2

create_clock -name clk0 -period $clk_period [get_ports {clk}]

set non_clock_inputs [all_inputs -no_clocks]
set_input_delay [expr $clk_period * $clk_io_pct] -clock clk0 $non_clock_inputs
set_output_delay [expr $clk_period * $clk_io_pct] -clock clk0 [all_outputs]
```
**design/flow/design.v**
```verilog
`timescale 1ns / 1ps
module CORDIC_Exponential_8bit#(parameter XY_SZ = 8)(
    input                        clk,
    input   signed       [31:0]  angle,
    input   signed  [XY_SZ-1:0]  Xin,
    input   signed  [XY_SZ-1:0]  Yin,
    output  signed  [XY_SZ+1:0]  exp
    );
    wire    signed    [XY_SZ:0]  Xout;    
    wire    signed    [XY_SZ:0]  Yout;    
    reg     signed  [XY_SZ+1:0]  exp_inner;
CORDIC_Hyperbolic_8bit#(.XY_SZ(XY_SZ)) sinh_cosh(.clk(clk),.angle(angle), .Xin(Xin), .Yin(Yin), .Xout(Xout), .Yout(Yout));
always@(*)
begin
    exp_inner = Xout  + Yout;
end
assign exp = exp_inner;
endmodule
`timescale 1ns / 1ps
module CORDIC_Hyperbolic_8bit#(parameter XY_SZ = 8)(
    input                        clk,
    input   signed  [XY_SZ-1:0]  angle,
    input   signed  [XY_SZ-1:0]  Xin,
    input   signed  [XY_SZ-1:0]  Yin,
    output  signed    [XY_SZ:0]  Xout,   
    output  signed    [XY_SZ:0]  Yout    
    );
    localparam STG = XY_SZ;
wire  signed  [XY_SZ-1:0]   atan_table [0:7];
assign atan_table[0] = 8'b00010110;
assign atan_table[1] = 8'b00001010;
assign atan_table[2] = 8'b00000101;
assign atan_table[3] = 8'b00000010;
assign atan_table[4] = 8'b00000001;
assign atan_table[5] = 8'b00000000;
assign atan_table[6] = 8'b00000000;
reg signed   [XY_SZ:0]   X   [0:STG-1];
reg signed   [XY_SZ:0]   Y   [0:STG-1];
reg signed   [XY_SZ:0]   Z   [0:STG-1];
always @(posedge clk)
begin    
    X[0] <= Xin;
    Y[0] <= Yin;
    Z[0] <= angle;   
end
genvar i;
generate
for ( i = 0; i < (STG-1); i = i + 1)
begin: XYZ
    wire                    Z_sign;
    wire signed   [XY_SZ:0] X_shr, Y_shr;
    assign X_shr = X[i] >>> (i+1);  
    assign Y_shr = Y[i] >>> (i+1);
    assign Z_sign = Z[i][XY_SZ];   
    always @(posedge clk)
    begin
        X[i+1] <= Z_sign ? X[i] - Y_shr         :  X[i] + Y_shr;
        Y[i+1] <= Z_sign ? Y[i] - X_shr         :  Y[i] + X_shr;
        Z[i+1] <= Z_sign ? Z[i] + atan_table[i] :  Z[i] - atan_table[i];
    end
end
endgenerate
assign Xout = X[STG-1];
assign Yout = Y[STG-1];
endmodule
```
**design/flow/run.sh**
```bash
#!/bin/bash
# OpenROAD 26Q1-2900-gdf79404cd8, Yosys 0.63+post, stock flow scripts
make -C /OpenROAD-flow-scripts/flow DESIGN_CONFIG=/design/flow/config.mk WORK_HOME=/design/flow/orfs finish
```
==> changes_impl.md <==
## Flow update

- Run status: finished clean
- Initial DRC count: 308
- Die Size: 0.0300 sq mm
- Clock buffer count from CTS: 17
- Worst reg-to-reg path cell count: 7
- Largest incremental delay on the critical path: 0.47 ns
- Sum of buffers and inverters on the critical path: 1
- Pin count of the biggest net entering global routing: 20
- Clock tree skew after final layout: 0.0106 ns
- Ys flop type: dfxtp_1
- Worst reg2reg path endpoint: sinh_cosh.X[1][8]$_DFF_P_
- Arr. time, crit path: 2.45 ns
- Slew at the pin closest to its max-slew limit: 0.673 ns
- Slew HR: 53.9%
- Hold path startpoint: sinh_cosh.Z[0][0]$_DFF_P_
- Core Util, Final: 45.4%
- Routed length on met1: 8.98 mm
- YS warnings: 0
- Placer congestion estimate: 0.885
- Number of input and output port buffers inserted: 34
- Yosys Instances: 1266
- Met2 wire len: 10.4 mm
- Critical Path, Cell by Cell: ha_1 > fa_1 > a21o_1 > nand4_1 > nand2_1 > nor2_1 > xnor2_1 > clkdlybuf4s50_1
- Max Fanout on Critical Path: 3
- Total Wirelength: 20.0 mm
- GRT overflow: 0
- Max Freq: 295 MHz
- Post CTS Setup Buffer Count: 0
- Wire length of the first global-routing pass: 35.1 mm
- Layout cell share with drive strength beyond 1: 4.79%
- Share of the cycle needed by the critical path after routing: 72.1%
- Initial core utilization: 40.7%
- Required @ worst endpoint: 3.76 ns
- Clock period minus worst slack: 3.39 ns
- Number of rows created at floorplan: 62
- Biggest area contributors in the synthesized netlist: dfxtp_1 (32%), ha_1 (19%), xnor2_1 (12%)
- DRC violation count after routing: 0
- Total Negative Setup Slacks: 0 ns
- Number of global-route vias before repair: 7911
- Unrepaired setup endpoints after global routing: no
- Most instantiated cells after synthesis: dfxtp_1 (188), ha_1 (176), xnor2_1 (157), inv_1 (143), nor2_1 (139)
- Critical path capture point type: output pin
- Tally of unique sky130hd cells used after synthesis: 42
- Die outline height: 173 microns
- Hold-fix buffer count after cts: 0
- Post-CTS clock slew at the launch and capture registers of the worst setup and hold paths: 0.08 ns
- Kind of cell with the highest combined delay on the critical path: adder cells
- Worst Setup Start Kind: register
- Tool warning count: 49
- Yosys stat chip area: 0.0117 sq mm
- Per-cell routed wire length: 11.8 microns
- Final hold viol count: 0
- Total core area: 0.0288 sq mm
- Number of clock sinks: 188
- Top cell type by instance count after synthesis: dfxtp_1
- Setup violators final: 0
- Synthesized cell area: 0.0117 sq mm
- Length of the first detailed-routing pass in iterations: 4
- Inst Count DP: 1668
- Post-synth tally of flip-flops with integrated enable: 0
- Number of instances in the synthesized netlist: 1266
- Critical R2R Launch: sinh_cosh.Z[0][35]$_DFF_P_
- Antenna violations before repair: 0
- Async S/R FF share, synth: 0%
- Class of the worst hold path: reg -> reg
- Boundary pin count: 59
- Registers, synthesis: 188
- Count of maximum capacitance violations: 0
- H-tree depth: 4
- Total Routing Usage GR: 14.4%
- Routed via count: 8207
- Cell with the largest stage delay on the worst path: clkdlybuf4s50_1
- R2R setup slack: 1.93 ns
- Category of the critical setup timing path: reg -> out
- Final max-slew violation count: 0
- Worst Hold End: sinh_cosh.Z[0][9]$_DFF_P_
- Synthesized area per cell: 9.25 sq um
- Uppermost layer routed: met4
- Post-route worst hold slack: 0.330 ns
- Master cell of the clock root buffer: clkbuf_16
- Yosys top cell area share: 32.1%
- Number of nets with antenna violations after detailed routing: 0
- Worst hold path stage count: 0
- CTS max path bufs: 2
- Width of the die: 173 microns
- CTS resizes: 0
- Met3 wire length: 371 microns
- Library cell with the largest summed area after synthesis: dfxtp_1
- Latest clock arrival within the worst-skew pair: 0.42 ns
- HPWL after detailed placement: 16.2 mm
- Synthesis-to-finish area growth: 11.5%
- Number of antenna diodes: 0
- Seq/Total Area, Yosys: 32.1%
- TritonCTS clock tree: yes
- Via density per instance: 4.83
- Non-filler instance count after layout: 1700
-- area by class of cell --
class | count | area (sq um)
well taps | 384 | 480
fillers | 2675 | 15700
flip-flops and latches | 188 | 3760
repair buffers | 34 | 340
clock inverters | 14 | 150
clock buffers | 18 | 439
inverters | 143 | 537
multi-input cells | 919 | 7350
-- how the worst max path moves through the flow --
stage                          start      to  slack [ns]  depth (start not counted)
6_report  sinh_cosh.X[1][27]$_DFF_P_  exp[6]        1.31                          8
5_1_grt   sinh_cosh.X[1][27]$_DFF_P_  exp[6]        1.14                          8
4_1_cts   sinh_cosh.X[1][27]$_DFF_P_  exp[6]        1.28                          8
-- per-stage QoR --
stage / area [sq um] / setup slack, ns
6_report: 13100 / 1.31
5_1_grt: 13100 / 1.14
4_1_cts: 13100 / 1.28
3_5_place_dp: 12500 / 1.74
3_3_place_gp: 12500 / 1.75
2_1_floorplan: 11700 / 2.29
-- sequential cells by signal, indices dropped and copies added (netlist names) --
register     count
sinh_cosh.Z     46
sinh_cosh.X     71
sinh_cosh.Y     71
-- routing by layer --
metal  track usage (%)  up-vias
met5                 0        -
met4              1.99        0
met1              17.8     3694
li1                  -     4431
met2              27.4       65
met3              1.97       17
-- placed cells by master, fill, tap and decap left out, types with 4 or more instances in the layout --
master	n
xor2_1	14
clkdlybuf4s50_1	34
a21o_1	19
nor2_1	139
and2_1	6
o21ai_0	24
nor3_1	43
nand2_1	40
dfxtp_1	188
ha_1	176
a21oi_1	48
o21bai_1	12
and3_1	5
o21a_1	28
nor2b_1	19
nand3_1	41
o41ai_1	19
mux2_2	14
or3_1	10
mux2i_1	17
a31oi_1	6
o41ai_2	7
a41o_1	10
inv_8	6
fa_1	19
o2111ai_1	18
xnor2_1	157
a211oi_1	4
clkbuf_16	17
inv_1	143
a31o_2	6
-- logic make-up (layout without fill, tap and decap cells) --
family          Yosys count  count (layout)  synth area share, %
mux                      31              31                 2.80
xor+xnor                171             171                 12.8
fa+ha+maj               195             195                 22.1
compound gates          208             208                 13.0
simple gates            314             314                 12.1
flops                   188             188                 32.1
buf+inv                 159             209                 5.11
-- worst register-to-register path, delay by kind of cell, from the launching register on --
family,cells,cell delay [ns]
flops,1,0.74
compound gates,2,0.49
buf+inv,1,0.43
mux,1,0.39
fa+ha+maj,1,0.36
simple gates,1,0.13
xor+xnor,1,0.12
