## run.sh

```bash
#!/bin/bash
# OpenROAD 26Q1-2900-gdf79404cd8, Yosys 0.63+post, stock flow scripts
make -C /OpenROAD-flow-scripts/flow DESIGN_CONFIG=/design/flow/config.mk WORK_HOME=/design/flow/orfs finish
```

## config.mk

```make
export PLATFORM = sky130hd
export DESIGN_NAME = sigmoid_seq
export DESIGN_NICKNAME = sigmoid_seq
export VERILOG_FILES = /design/flow/design.v
export SDC_FILE = /design/flow/constraint.sdc
export NUM_CORES = 4
export LEC_CHECK = 1
export CORE_AREA = 10 10 72 72
export DIE_AREA = 0 0 82 82
export SYNTH_HDL_FRONTEND = slang
```

## constraint.sdc

```tcl
current_design sigmoid_seq

set clk_period 1.0
set clk_io_pct 0.2

create_clock -name clk0 -period $clk_period [get_ports {clk}]

set non_clock_inputs [all_inputs -no_clocks]
set_input_delay [expr $clk_period * $clk_io_pct] -clock clk0 $non_clock_inputs
set_output_delay [expr $clk_period * $clk_io_pct] -clock clk0 [all_outputs]
```

## design.v

```verilog
`timescale 1ns / 1ps
module sigmoid_seq#(
    parameter DATA_WIDTH = 16,   
    parameter DECIMAL_POINT = 5  
)(
    clk,
    rst_n,
    i_valid,         
    i_data_bus,      
    o_valid,         
    o_data_bus,      
    i_en             
);
    localparam                                       INTEGER_LENGTH = DATA_WIDTH-DECIMAL_POINT;
    localparam   signed  [DATA_WIDTH-1:0]            ZERO_POINT = {DATA_WIDTH{1'b0}};
    localparam           [INTEGER_LENGTH-1:0]        INTEGERZERO = 0;        
    localparam   signed  [DATA_WIDTH-1:0]            One = 2'sb01 <<< DECIMAL_POINT;
    input                                            clk;
    input                                            rst_n;
    input        signed  [DATA_WIDTH-1:0]            i_data_bus;
    input                                            i_valid;
    output       signed  [DATA_WIDTH-1:0]            o_data_bus;
    output                                           o_valid;
    input                                            i_en;
    reg          signed  [DATA_WIDTH-1:0]            o_data_bus_inner;         
    reg                                              o_valid_inner;         
    reg          signed  [DATA_WIDTH-1:0]            dataABS;
    reg          signed  [INTEGER_LENGTH-1:0]        integerPartABS;
    reg          signed  [DECIMAL_POINT-1:0]         fractionPartABS;
    reg          signed  [DECIMAL_POINT-1:0]         fractionPartABSDiv4;
    reg          signed  [DATA_WIDTH-1:0]            OneShift;
    reg          signed  [DATA_WIDTH-1:0]            fractionPartABSDiv4Scale;
    reg          signed  [DATA_WIDTH-1:0]            numerator;
    reg          signed  [DATA_WIDTH-1:0]            dataInner;
    always@(posedge clk or negedge rst_n)
    begin
        if(!rst_n)
        begin
            dataABS = {DATA_WIDTH{1'b0}};
            integerPartABS = {INTEGER_LENGTH{1'b0}};
            fractionPartABS = {DECIMAL_POINT{1'b0}};
            fractionPartABSDiv4 = {DECIMAL_POINT{1'b0}};
            OneShift = {DATA_WIDTH{1'b0}};
            fractionPartABSDiv4Scale = {INTEGERZERO, fractionPartABSDiv4};
            numerator = {DATA_WIDTH{1'b0}};
            o_data_bus_inner = ZERO_POINT;
            o_valid_inner = 1'b0;
        end
        else if(i_en & i_valid)
        begin
            dataABS = (i_data_bus[DATA_WIDTH-1])? ((~i_data_bus) + 1) : i_data_bus;
            integerPartABS = i_data_bus[DATA_WIDTH-1:DECIMAL_POINT];
            fractionPartABS = dataABS[DECIMAL_POINT-1:0];
            fractionPartABSDiv4 = fractionPartABS >> 2;
            OneShift = One >>> 1;
            fractionPartABSDiv4Scale = {INTEGERZERO, fractionPartABSDiv4};
            numerator = OneShift - fractionPartABSDiv4Scale;
            o_data_bus_inner = numerator >> integerPartABS;       
            o_valid_inner = 1'b1;
        end
        else
        begin
            dataABS = {DATA_WIDTH{1'b0}};
            integerPartABS = {INTEGER_LENGTH{1'b0}};
            fractionPartABS = {DECIMAL_POINT{1'b0}};
            fractionPartABSDiv4 = {DECIMAL_POINT{1'b0}};
            OneShift = {DATA_WIDTH{1'b0}};
            fractionPartABSDiv4Scale = {INTEGERZERO, fractionPartABSDiv4};
            numerator = {DATA_WIDTH{1'b0}};
            o_data_bus_inner = ZERO_POINT;
            o_valid_inner = 1'b0;
        end
    end
    assign o_data_bus = o_data_bus_inner;
    assign o_valid = o_valid_inner;
endmodule
```

==> changes_impl.md <==
### Metrics

- Status: complete, but fails checks
- Failing checks: negative setup slack
- Critical path class: primary input to register
- CTS tree: yes
- Clock sink total: 6
- Placer's final routability congestion estimate: 0.806
- Logic area: 332 um2
- Hold_buf cts: 0
- Min cycle time layout: 1.65 ns
- Vias in the first global route: 486
- Yosys Chip Area: 485 um2
- Core area: 0.00369 mm2
- Clk buf depth: 2
- Distinct lib cells: 24
- First-pass GRT wire length: 2110 um
- Post-synthesis simple-gate area fraction: 19.6%
- Initial DRC count: 10
- MUX share of area: 6.19%
- I/O pin count: 37
- Height of the chip: 82 um
- # Max-Cap Violations: 0
- Power Density: 921 mW/mm2
- Post-synthesis cell area: 485 um2
- Avg WL per Cell: 9.30 um
- Largest net degree at the start of global routing: 7
- XOR/XNOR Area Share: 5.41%
- Tool warnings: 28
- Layout cell share with drive strength beyond 1: 29.0%
- Logic family by area: simple AND/OR/NAND/NOR gates
- CTS buffer count: 3
- CTS H-tree depth: 1
- Row cnt: 22
- Ys Warns: 0
- WP data arrival: 1.78 ns
- Flop area: 150 um2
- Pre-antenna DRT Iters: 3
- DP Area: 862 um2
- Antenna Nets Post-Route: 0
- RSZ-0062 raised after global routing: yes
- Peak supply drop: 0.343 mV
- Syn Inst Count: 54
- Adder Area Share: 5.15%
- Yosys Instances: 54
- Yosys aoi share: 13.4%
- FP Util: 13.2%
- Area delta synth->final: 89.2%
- Via density: 3.37
- Vias: 475
- Final HPWL from detailed placement: 1220 um
- Chip area: 0.00672 mm2
- Final Cycle Share: 165%
- Final setup violation count: 5
- Tot GR Track Use: 3.78%
- Peak Freq: 606 MHz
- Critical path required time: 1.13 ns
- Nature of the critical path endpoint: register
- Final Hold Viols: 0
- CTS root buf: clkbuf_8
- CP Launch Type: primary input
- Mapped Avg Cell Area: 8.99 um2
- DRT Wirelength: 1310 um
- Static Leak: 0.000419 uW
- Fill cells: 399
- Die Wd: 82 um
- Max-slew violation count: 0
- Clk slew on worst S/H paths: 0.03 ns
- Remaining DRCs: 0
- Post-route cell area: 918 um2
- Seq share, synth: 30.9%
- Initial antenna violation count: 0
- Critical path fanouts, max: 3
- DP Worst Slack: -1.22 ns
- Buffers on Ports: 25
- Post-CTS setup repair buffer count: 0
- Yosys reg bits: 6
- Hold Path Class: primary input to asynchronous set/reset pin
- Diode count: 0
- PnR worst setup slack: -0.650 ns
- Total grt overflow: 0
-- through the flow --
step | setup TNS, ns | power, uW | utilization [%] | hold WS (ns) | instances
after detailed placement | -5.28 | 505 | 23.4 | 0.445 | 138
after global placement | -5.24 | 503 | 23.4 | 0.447 | 138
after global routing | -2.85 | 918 | 24.9 | 0.227 | 141
after CTS | -2.58 | 857 | 24.3 | 0.217 | 141
final | -2.48 | 846 | 24.9 | 0.215 | 141
after floorplan | -2.68 | 379 | - | -0.0956 | 64
-- synthesized netlist by cell type --
master,instances,share of area [%]
and3_1,1,1.3
nor4_1,2,2.6
inv_1,2,1.5
mux2i_1,3,6.2
or3_1,1,1.3
xor2_1,3,5.4
o21ai_2,1,1.8
nor2_1,4,3.1
o211a_1,1,2.1
buf_4,11,17
a31oi_1,1,1.3
nand2_1,3,2.3
o21a_1,1,1.5
o21ai_0,2,2.1
nor3_1,1,1.0
a2111o_1,2,4.6
nand4_1,1,1.3
ha_1,2,5.2
and4_1,1,1.8
conb_1,1,0.77
dfrtp_1,6,31
or3_2,1,1.5
nand3_1,2,2.1
and2_1,1,1.3
-- cell usage in the layout (no fill, tap or decap), types with 2 or more instances in the layout --
cell type	n
nor2_1	3
inv_1	2
o21ai_1	2
buf_4	12
mux2i_1	2
dfrtp_1	6
xor2_1	3
nand2_1	2
clkdlybuf4s50_1	13
dlygate4sd2_1	3
buf_2	2
nand3_1	2
conb_1	11
a2111o_1	2
clkbuf_8	3
clkdlybuf4s15_1	6
-- metal layers --
layer,part of all wire [%],vias up,GRT usage [%]
met3,11,2,1.65
met2,47,19,6.43
met4,2.1,0,1.36
met1,39,203,4.08
li1,-,251,-
met5,0,-,0
-- flip-flops by register name, summed over array words and instances, names as in the netlist --
name,cells
o_data_bus,5
o_valid,1
-- cell families after synthesis --
family,after synthesis
XOR/XNOR,3
flip-flops,6
other,1
AND-OR/OR-AND,8
buffers and inverters,13
AND/OR/NAND/NOR,18
adder cells (fa/ha/maj),2
multiplexers,3
-- critical path, stage by stage --
cell and delay [ns]:
buf_6 0.09, or3_4 0.38, nand2_2 0.07, xor2_1 0.07, ha_2 0.20, ha_4 0.27, nor2_1 0.04, a2111o_1 0.28
a31oi_1 0.18
-- final timing paths --
check / end / slack (ns) / from / depth (start not counted)
max in group asynchronous: o_data_bus[1]$_DFF_PN0_ / 0.59 / rst_n / 1
min: o_data_bus[4]$_DFF_PN0_ / 0.21 / rst_n / 1
max: o_data_bus[0]$_DFF_PN0_ / -0.65 / i_data_bus[2] / 9
min in group clk0: o_data_bus[2]$_DFF_PN0_ / 0.67 / i_data_bus[2] / 6
-- report_power, final --
part	total (uW)	internal [uW]	switching, uW	leakage (uW)
sequential	247	247	0.477	0.0000828
clock	343	257	85.7	0.0000216
combinational	257	153	103	0.000315
total	846	657	189	0.000419
-- final cells by class --
class	count	area share (%)
Timing Repair Buffer	37	35.7
Multi-Input combinational cell	45	36.1
Sequential cell	6	16.3
Clock buffer	3	4.50
Inverter	2	0.817
Tap cell	48	6.54
-- what timing repair did --
| item | 4_1_cts | 5_1_grt |
|---|---|---|
| pin swaps | 7 | 7 |
| setup endpoints to repair | 11 | 6 |
| resized | 29 | 4 |
Power is estimated from default activity; no workload was simulated.
