[flow/design.v]
`timescale 1ns / 1ps
module lut_exponential#(parameter XY_SZ=8)(
    input   signed  [XY_SZ-1:0]  angle,
    output  signed  [XY_SZ-1:0]  exp
    );
reg  signed [7:0]  exp_table [0:255];
reg  signed [7:0]  exp_inner;
reg         [7:0]  index;
initial begin
exp_table[8'b10000000] = 8'b00001011;
exp_table[8'b10000001] = 8'b00001011;
exp_table[8'b10000010] = 8'b00001011;
exp_table[8'b10000011] = 8'b00001100;
exp_table[8'b10000100] = 8'b00001100;
exp_table[8'b10000101] = 8'b00001100;
exp_table[8'b10000110] = 8'b00001100;
exp_table[8'b10000111] = 8'b00001100;
exp_table[8'b10001000] = 8'b00001100;
exp_table[8'b10001001] = 8'b00001100;
exp_table[8'b10001010] = 8'b00001100;
exp_table[8'b10001011] = 8'b00001100;
exp_table[8'b10001100] = 8'b00001100;
exp_table[8'b10001101] = 8'b00001101;
exp_table[8'b10001110] = 8'b00001101;
exp_table[8'b10001111] = 8'b00001101;
exp_table[8'b10010000] = 8'b00001101;
exp_table[8'b10010001] = 8'b00001101;
exp_table[8'b10010010] = 8'b00001101;
exp_table[8'b10010011] = 8'b00001101;
exp_table[8'b10010100] = 8'b00001101;
exp_table[8'b10010101] = 8'b00001101;
exp_table[8'b10010110] = 8'b00001101;
exp_table[8'b10010111] = 8'b00001110;
exp_table[8'b10011000] = 8'b00001110;
exp_table[8'b10011001] = 8'b00001110;
exp_table[8'b10011010] = 8'b00001110;
exp_table[8'b10011011] = 8'b00001110;
exp_table[8'b10011100] = 8'b00001110;
exp_table[8'b10011101] = 8'b00001110;
exp_table[8'b10011110] = 8'b00001110;
exp_table[8'b10011111] = 8'b00001110;
exp_table[8'b10100000] = 8'b00001111;
exp_table[8'b10100001] = 8'b00001111;
exp_table[8'b10100010] = 8'b00001111;
exp_table[8'b10100011] = 8'b00001111;
exp_table[8'b10100100] = 8'b00001111;
exp_table[8'b10100101] = 8'b00001111;
exp_table[8'b10100110] = 8'b00001111;
exp_table[8'b10100111] = 8'b00001111;
exp_table[8'b10101000] = 8'b00010000;
exp_table[8'b10101001] = 8'b00010000;
exp_table[8'b10101010] = 8'b00010000;
exp_table[8'b10101011] = 8'b00010000;
exp_table[8'b10101100] = 8'b00010000;
exp_table[8'b10101101] = 8'b00010000;
exp_table[8'b10101110] = 8'b00010000;
exp_table[8'b10101111] = 8'b00010000;
exp_table[8'b10110000] = 8'b00010001;
exp_table[8'b10110001] = 8'b00010001;
exp_table[8'b10110010] = 8'b00010001;
exp_table[8'b10110011] = 8'b00010001;
exp_table[8'b10110100] = 8'b00010001;
exp_table[8'b10110101] = 8'b00010001;
exp_table[8'b10110110] = 8'b00010001;
exp_table[8'b10110111] = 8'b00010010;
exp_table[8'b10111000] = 8'b00010010;
exp_table[8'b10111001] = 8'b00010010;
exp_table[8'b10111010] = 8'b00010010;
exp_table[8'b10111011] = 8'b00010010;
exp_table[8'b10111100] = 8'b00010010;
exp_table[8'b10111101] = 8'b00010010;
exp_table[8'b10111110] = 8'b00010011;
exp_table[8'b10111111] = 8'b00010011;
exp_table[8'b11000000] = 8'b00010011;
exp_table[8'b11000001] = 8'b00010011;
exp_table[8'b11000010] = 8'b00010011;
exp_table[8'b11000011] = 8'b00010011;
exp_table[8'b11000100] = 8'b00010100;
exp_table[8'b11000101] = 8'b00010100;
exp_table[8'b11000110] = 8'b00010100;
exp_table[8'b11000111] = 8'b00010100;
exp_table[8'b11001000] = 8'b00010100;
exp_table[8'b11001001] = 8'b00010100;
exp_table[8'b11001010] = 8'b00010100;
exp_table[8'b11001011] = 8'b00010101;
exp_table[8'b11001100] = 8'b00010101;
exp_table[8'b11001101] = 8'b00010101;
exp_table[8'b11001110] = 8'b00010101;
exp_table[8'b11001111] = 8'b00010101;
exp_table[8'b11010000] = 8'b00010101;
exp_table[8'b11010001] = 8'b00010110;
exp_table[8'b11010010] = 8'b00010110;
exp_table[8'b11010011] = 8'b00010110;
exp_table[8'b11010100] = 8'b00010110;
exp_table[8'b11010101] = 8'b00010110;
exp_table[8'b11010110] = 8'b00010111;
exp_table[8'b11010111] = 8'b00010111;
exp_table[8'b11011000] = 8'b00010111;
exp_table[8'b11011001] = 8'b00010111;
exp_table[8'b11011010] = 8'b00010111;
exp_table[8'b11011011] = 8'b00010111;
exp_table[8'b11011100] = 8'b00011000;
exp_table[8'b11011101] = 8'b00011000;
exp_table[8'b11011110] = 8'b00011000;
exp_table[8'b11011111] = 8'b00011000;
exp_table[8'b11100000] = 8'b00011000;
exp_table[8'b11100001] = 8'b00011001;
exp_table[8'b11100010] = 8'b00011001;
exp_table[8'b11100011] = 8'b00011001;
exp_table[8'b11100100] = 8'b00011001;
exp_table[8'b11100101] = 8'b00011001;
exp_table[8'b11100110] = 8'b00011010;
exp_table[8'b11100111] = 8'b00011010;
exp_table[8'b11101000] = 8'b00011010;
exp_table[8'b11101001] = 8'b00011010;
exp_table[8'b11101010] = 8'b00011010;
exp_table[8'b11101011] = 8'b00011011;
exp_table[8'b11101100] = 8'b00011011;
exp_table[8'b11101101] = 8'b00011011;
exp_table[8'b11101110] = 8'b00011011;
exp_table[8'b11101111] = 8'b00011100;
exp_table[8'b11110000] = 8'b00011100;
exp_table[8'b11110001] = 8'b00011100;
exp_table[8'b11110010] = 8'b00011100;
exp_table[8'b11110011] = 8'b00011100;
exp_table[8'b11110100] = 8'b00011101;
exp_table[8'b11110101] = 8'b00011101;
exp_table[8'b11110110] = 8'b00011101;
exp_table[8'b11110111] = 8'b00011101;
exp_table[8'b11111000] = 8'b00011110;
exp_table[8'b11111001] = 8'b00011110;
exp_table[8'b11111010] = 8'b00011110;
exp_table[8'b11111011] = 8'b00011110;
exp_table[8'b11111100] = 8'b00011111;
exp_table[8'b11111101] = 8'b00011111;
exp_table[8'b11111110] = 8'b00011111;
exp_table[8'b11111111] = 8'b00011111;
exp_table[8'b00000000] = 8'b00100000;
exp_table[8'b00000001] = 8'b00100000;
exp_table[8'b00000010] = 8'b00100000;
exp_table[8'b00000011] = 8'b00100000;
exp_table[8'b00000100] = 8'b00100001;
exp_table[8'b00000101] = 8'b00100001;
exp_table[8'b00000110] = 8'b00100001;
exp_table[8'b00000111] = 8'b00100001;
exp_table[8'b00001000] = 8'b00100010;
exp_table[8'b00001001] = 8'b00100010;
exp_table[8'b00001010] = 8'b00100010;
exp_table[8'b00001011] = 8'b00100010;
exp_table[8'b00001100] = 8'b00100011;
exp_table[8'b00001101] = 8'b00100011;
exp_table[8'b00001110] = 8'b00100011;
exp_table[8'b00001111] = 8'b00100011;
exp_table[8'b00010000] = 8'b00100100;
exp_table[8'b00010001] = 8'b00100100;
exp_table[8'b00010010] = 8'b00100100;
exp_table[8'b00010011] = 8'b00100101;
exp_table[8'b00010100] = 8'b00100101;
exp_table[8'b00010101] = 8'b00100101;
exp_table[8'b00010110] = 8'b00100110;
exp_table[8'b00010111] = 8'b00100110;
exp_table[8'b00011000] = 8'b00100110;
exp_table[8'b00011001] = 8'b00100110;
exp_table[8'b00011010] = 8'b00100111;
exp_table[8'b00011011] = 8'b00100111;
exp_table[8'b00011100] = 8'b00100111;
exp_table[8'b00011101] = 8'b00101000;
exp_table[8'b00011110] = 8'b00101000;
exp_table[8'b00011111] = 8'b00101000;
exp_table[8'b00100000] = 8'b00101001;
exp_table[8'b00100001] = 8'b00101001;
exp_table[8'b00100010] = 8'b00101001;
exp_table[8'b00100011] = 8'b00101010;
exp_table[8'b00100100] = 8'b00101010;
exp_table[8'b00100101] = 8'b00101010;
exp_table[8'b00100110] = 8'b00101011;
exp_table[8'b00100111] = 8'b00101011;
exp_table[8'b00101000] = 8'b00101011;
exp_table[8'b00101001] = 8'b00101100;
exp_table[8'b00101010] = 8'b00101100;
exp_table[8'b00101011] = 8'b00101100;
exp_table[8'b00101100] = 8'b00101101;
exp_table[8'b00101101] = 8'b00101101;
exp_table[8'b00101110] = 8'b00101101;
exp_table[8'b00101111] = 8'b00101110;
exp_table[8'b00110000] = 8'b00101110;
exp_table[8'b00110001] = 8'b00101110;
exp_table[8'b00110010] = 8'b00101111;
exp_table[8'b00110011] = 8'b00101111;
exp_table[8'b00110100] = 8'b00110000;
exp_table[8'b00110101] = 8'b00110000;
exp_table[8'b00110110] = 8'b00110000;
exp_table[8'b00110111] = 8'b00110001;
exp_table[8'b00111000] = 8'b00110001;
exp_table[8'b00111001] = 8'b00110001;
exp_table[8'b00111010] = 8'b00110010;
exp_table[8'b00111011] = 8'b00110010;
exp_table[8'b00111100] = 8'b00110011;
exp_table[8'b00111101] = 8'b00110011;
exp_table[8'b00111110] = 8'b00110011;
exp_table[8'b00111111] = 8'b00110100;
exp_table[8'b01000000] = 8'b00110100;
exp_table[8'b01000001] = 8'b00110101;
exp_table[8'b01000010] = 8'b00110101;
exp_table[8'b01000011] = 8'b00110110;
exp_table[8'b01000100] = 8'b00110110;
exp_table[8'b01000101] = 8'b00110110;
exp_table[8'b01000110] = 8'b00110111;
exp_table[8'b01000111] = 8'b00110111;
exp_table[8'b01001000] = 8'b00111000;
exp_table[8'b01001001] = 8'b00111000;
exp_table[8'b01001010] = 8'b00111001;
exp_table[8'b01001011] = 8'b00111001;
exp_table[8'b01001100] = 8'b00111001;
exp_table[8'b01001101] = 8'b00111010;
exp_table[8'b01001110] = 8'b00111010;
exp_table[8'b01001111] = 8'b00111011;
exp_table[8'b01010000] = 8'b00111011;
exp_table[8'b01010001] = 8'b00111100;
exp_table[8'b01010010] = 8'b00111100;
exp_table[8'b01010011] = 8'b00111101;
exp_table[8'b01010100] = 8'b00111101;
exp_table[8'b01010101] = 8'b00111110;
exp_table[8'b01010110] = 8'b00111110;
exp_table[8'b01010111] = 8'b00111111;
exp_table[8'b01011000] = 8'b00111111;
exp_table[8'b01011001] = 8'b01000000;
exp_table[8'b01011010] = 8'b01000000;
exp_table[8'b01011011] = 8'b01000001;
exp_table[8'b01011100] = 8'b01000001;
exp_table[8'b01011101] = 8'b01000010;
exp_table[8'b01011110] = 8'b01000010;
exp_table[8'b01011111] = 8'b01000011;
exp_table[8'b01100000] = 8'b01000011;
exp_table[8'b01100001] = 8'b01000100;
exp_table[8'b01100010] = 8'b01000100;
exp_table[8'b01100011] = 8'b01000101;
exp_table[8'b01100100] = 8'b01000101;
exp_table[8'b01100101] = 8'b01000110;
exp_table[8'b01100110] = 8'b01000110;
exp_table[8'b01100111] = 8'b01000111;
exp_table[8'b01101000] = 8'b01001000;
exp_table[8'b01101001] = 8'b01001000;
exp_table[8'b01101010] = 8'b01001001;
exp_table[8'b01101011] = 8'b01001001;
exp_table[8'b01101100] = 8'b01001010;
exp_table[8'b01101101] = 8'b01001010;
exp_table[8'b01101110] = 8'b01001011;
exp_table[8'b01101111] = 8'b01001100;
exp_table[8'b01110000] = 8'b01001100;
exp_table[8'b01110001] = 8'b01001101;
exp_table[8'b01110010] = 8'b01001101;
exp_table[8'b01110011] = 8'b01001110;
exp_table[8'b01110100] = 8'b01001111;
exp_table[8'b01110101] = 8'b01001111;
exp_table[8'b01110110] = 8'b01010000;
exp_table[8'b01110111] = 8'b01010001;
exp_table[8'b01111000] = 8'b01010001;
exp_table[8'b01111001] = 8'b01010010;
exp_table[8'b01111010] = 8'b01010011;
exp_table[8'b01111011] = 8'b01010011;
exp_table[8'b01111100] = 8'b01010100;
exp_table[8'b01111101] = 8'b01010100;
exp_table[8'b01111110] = 8'b01010101;
exp_table[8'b01111111] = 8'b01010110;
end
always@(*)
begin
    index  = angle;
    exp_inner = exp_table[index];
end
assign exp = exp_inner;
endmodule
[flow/run.sh]
#!/bin/bash
# OpenROAD 26Q1-2900-gdf79404cd8, Yosys 0.63+post, stock flow scripts
make -C /OpenROAD-flow-scripts/flow DESIGN_CONFIG=/design/flow/config.mk WORK_HOME=/design/flow/orfs finish
[flow/config.mk]
export PLATFORM = sky130hd
export DESIGN_NAME = lut_exponential
export DESIGN_NICKNAME = lut_exponential
export VERILOG_FILES = /design/flow/design.v
export SDC_FILE = /design/flow/constraint.sdc
export NUM_CORES = 4
export LEC_CHECK = 1
export CORE_AREA = 10 10 76 76
export DIE_AREA = 0 0 86 86
export SYNTH_HDL_FRONTEND = slang
[flow/constraint.sdc]
current_design lut_exponential

set clk_period 3.9
set clk_io_pct 0.2

create_clock -name clk0 -period $clk_period

set non_clock_inputs [all_inputs -no_clocks]
set_input_delay [expr $clk_period * $clk_io_pct] -clock clk0 $non_clock_inputs
set_output_delay [expr $clk_period * $clk_io_pct] -clock clk0 [all_outputs]
==> qor.yml <==
max_freq_mhz: 266.5
die_y_um: 86
die_w_um: 86
hold_path_class: "in2out"
first_pass_iters: 4
ys_top_cells_by_count: "a21oi_1, nor2_1, o21ai_0, nand2_1"
hold_viol_final: 0
worstPathArrival_ns: 2.97
place_area_um2: 1416
hold_buffers: 0
layout.area.comb_um2: 982.2
netlist-cell-type-count: 54
hold_ws_ns: 2.447
yosys-stat-area_um2: 1091
drc: 0
slowest_delay_ns: 0.45
path_max_fanout: 9
slew_viol_final: 0
gp_routability_congestion: 0.8996
top_cell: "a21oi_1"
coreArea_um2: 4115
areaGrowthSynthToFinish_pct: 33.60
drt_wl_total_um: 3400
place_hpwl_um: 2492
critPathLaunchType: "input port"
setup_viol_count_final: 0
grt_max_degree: 33
io_buffer_count: 15
dieArea_um2: 7396
antenna_found_initial: 0
seq_area_um2: 0
top_cells_by_area: "a21oi_1, ha_1, o21ai_0, nor2_1, buf_2"
critical_path.top_delay_family: "buffers and inverters"
rsz0062_at_grt: "no"
grt_remaining_overflow: 0
top_area_cell: "a21oi_1"
required_ns: 3.12
nClkBuffers: 0
yosys_warnings: 0
ant_nets: 0
ys_seq_share_pct: 0
top_area_share_pct: 11.47
rows: 23
critical_path_buf_inv_count: 5
critical_path_class: "in2out"
initial_core_util_pct: 26.51
drt-vias-per-instance: 5.604
wl_per_cell_um: 14.17
ios: 16
power_density_nw_per_um2: 110.3
crit_cells: 9
ir_drop_mv: 0.04070
grt_pass1_vias: 1175
p_leak_nw: 0.6014
syn_area_um2: 1091
crit_top_cell: "buf_4"
status: "complete, no violations"
n_antenna_cell: 0
grt_first_pass_wirelength_um: 5609
drive_gt1_share_pct: 18.95
drt-initial-drc-count: 214
synth.avg_cell_area_um2: 6.380
nFillCells: 445
num_vias: 1345
final_cell_area_um2: 1458
grt_use_total_pct: 8.585
ys_cells: 171
period_used_pct: 96.21
synth_cells: 171
tns_ns: 0
warning_count: 38
fin_util_pct: 35.42
cp_slowest_cell: "mux4_2"
crit_path_end_kind: "output pin"
period_needed_ns: 3.752
maxCapViolations: 0
seq_cell_count: 0
cp_cell_sequence: "clkdlybuf4s50_1 > buf_6 > buf_4 > buf_4 > xor2_1 > mux4_2 > a2111o_1 > o2111a_1 > dlygate4sd2_1"
holdPathStages: 4
==> timing repair <==
action                                  CTS  global route
gates resized                             4             6
gates cloned                              0             0
setup buffers                             0             1
pin swaps                                 1             3
endpoints found under the setup margin    2             2
==> path summary, 6_finish.rpt <==
| path | startpoint | to | slack (ns) |
|---|---|---|---|
| setup / recovery | angle[1] | exp[0] | 0.15 |
| hold / removal | angle[7] | exp[2] | 2.45 |
==> per-layer routing <==
| layer | share of wire [%] | GRT usage, % |
|---|---|---|
| met1 | 46 | 13.05 |
| met2 | 47 | 13.59 |
| met3 | 7.1 | 0.5720 |
| met4 | 0 | 0 |
| met5 | 0 | 0 |
==> area by class of cell <==
type                       instances  share of cell area (%)
multi-input combinational        142                   67.38
timing repair buffer              40                   26.27
tap                               50                   4.292
inverter                           8                   2.060
==> power by group <==
group	leakage [nW]	internal (mW)	total (mW)	switching, mW
clock	0	0	0	0
sequential	0	0	0	0
combinational	0.601	0.0816	0.161	0.0792
==> cells by family (layout without fill, tap and decap cells) <==
group           count (synthesis)  after routing  synth area share, %
other cells                     1              1               0.3437
simple gates                   50             50                23.97
mux                             8              8                8.830
compound gates                 75             75                45.64
xor+xnor                        1              1               0.8029
buf+inv                        29             48                12.38
fa+ha+maj                       7              7                8.027
==> cell usage in the layout (no fill, tap or decap), types with 2 or more instances in the layout <==
cell              n
o22ai_1           3
a21oi_1          25
o221ai_1          2
nor4_1            2
o221a_2           2
o21ai_0          12
a221oi_1          4
ha_1              6
nand2b_1          6
o21ai_1           2
a2111o_1          2
nand2_1          10
nor2b_1           4
o311ai_0          2
inv_1             6
dlymetal6s2s_1    2
a31oi_1           2
a211oi_1          2
nor2_1           13
buf_12            3
clkdlybuf4s50_1  12
mux2_2            3
a21o_1            3
o211ai_1          2
buf_4            21
nor3_1            3
and3_1            2
mux2i_1           4
==> per-stage QoR <==
stage | instances | power [mW] | setup WS [ns]
after global placement | 239 | 0.1576 | -0.04239
after global routing | 240 | 0.1777 | 0.02654
after CTS | 239 | 0.1582 | 0.03692
after detailed placement | 239 | 0.1577 | -0.05139
final | 240 | 0.1608 | 0.1479
after floorplan | 171 | 0.09383 | 0.5190
Power is estimated from default activity; no workload was simulated.
